$ cat design/flow/design.v
module RegisterFile (BusA , BusB , BusW, RA, RB, RW, RegWr , Clk ) ;
  output wire [31:0] BusA, BusB;    
  input wire [31:0] BusW;           
  input wire [4:0] RA, RB, RW;      
  input wire RegWr;                 
  input wire Clk;                   
  reg [31:0] rf [31:0];             
  initial rf[0] <= 0;               
  wire WriteAddressValid = |RW;      
  wire RegWrValid = RegWr & WriteAddressValid;
  assign BusA = rf[RA];             
  assign BusB = rf[RB];             
  always @(posedge Clk)             
  begin
    if (RegWrValid)                 
      rf[RW] <= BusW;               
  end
endmodule
$ cat design/flow/run.sh
#!/bin/bash
# OpenROAD 26Q1-2900-gdf79404cd8, Yosys 0.63+post, stock flow scripts
make -C /OpenROAD-flow-scripts/flow DESIGN_CONFIG=/design/flow/config.mk WORK_HOME=/design/flow/orfs finish
$ cat design/flow/config.mk
export PLATFORM = sky130hd
export DESIGN_NAME = RegisterFile
export DESIGN_NICKNAME = RegisterFile
export VERILOG_FILES = /design/flow/design.v
export SDC_FILE = /design/flow/constraint.sdc
export NUM_CORES = 4
export LEC_CHECK = 1
export CORE_UTILIZATION = 50
$ cat design/flow/constraint.sdc
current_design RegisterFile

set clk_period 6.0
set clk_io_pct 0.2

create_clock -name clk0 -period $clk_period [get_ports {Clk}]

set non_clock_inputs [all_inputs -no_clocks]
set_input_delay [expr $clk_period * $clk_io_pct] -clock clk0 $non_clock_inputs
set_output_delay [expr $clk_period * $clk_io_pct] -clock clk0 [all_outputs]
==> results.py <==
# Flow results
metrics = {
    "cts": {
        "cts_hold_buf": 0,
        "clock-sinks": 1024,
        "cts_root_buf": "clkbuf_16",
        "clkTransAtPathRegs_ps": 60,
        "cts_buffers": 106,
        "cts_max_level": 3,
        "cts_setup_buffers": 0,
        "cts_tree": "built",
        "clk_path_buf_depth": 3,
        "cts_resized": 0,
    },
    "yosys": {
        "avgSynthCellArea_sq_um": 14.4,
        "topCellsByArea": "edfxtp_1 63%, mux2i_1 21%, a22oi_1 3.0%",
        "synth_top_cell_by_area": "edfxtp_1",
        "syn-cell-area_sq_um": 48800,
        "synth.top_cell.area_share": 0.631,
        "synth_flops": 1024,
        "ys_cells": 3386,
        "syn_inst": 3386,
        "ys_seq_frac": 0.631,
        "ys_warn_count": 1,
        "synth.distinct_cells": 24,
        "yosys-stat-area_sq_um": 48800,
    },
    "routing": {
        "drtPass1Iterations": 6,
        "viasPerCell": 6.37,
        "drc": 0,
        "wire_per_inst_um": 30.7,
        "wl_um": 151000,
        "ant_nets": 0,
        "n_antenna_cell": 0,
        "vias": 31413,
        "drt_first_iter_violations": 2524,
    },
    "cells_and_area": {
        "largest_reg_flops": 1024,
        "final_cell_mix": "1024 x mux2i_1, 1024 x edfxtp_1, 194 x nand3_1",
        "regArea_sq_um": 30700,
        "comb_area_sq_um": 16900,
        "fin_area_sq_um": 55500,
        "drive_gt1_frac": 0.102,
        "syn2layout_area_growth_pct": 13.9,
        "fill_cells": 7315,
        "top_regs": "rf (1024)",
        "top_register": "rf",
        "fin_util": 0.574,
    },
    "timing": {
        "rsz0062_at_grt": "no",
        "tns_ps": 0,
        "drv_slew": 0,
        "tightest_slew_ps": 895,
        "hold_ws_ps": 1340,
        "hold_violations": 0,
        "fin_crit_ps": 5410,
        "relSlewSlack": 0.401,
        "max_freq_mhz": 185,
        "finalSetupViolCount": 0,
        "period_used_share": 0.902,
    },
    "pwr": {
        "leakagePower_nw": 20.6,
        "p_per_area_nw_per_um2": 284,
        "peakVddDrop_v": 0.000248,
    },
    "place": {
        "hpwl_um": 87600,
        "place_area_sq_um": 52300,
        "port_buffers": 112,
        "gp_congestion": 0.907,
    },
    "global_routing": {
        "track_usage": 0.338,
        "grt_pass1_wl_um": 219000,
        "grt.overflow.total": 0,
        "grt_pass1_vias": 32479,
        "grt_max_degree": 78,
        "antenna_found_initial": 4,
    },
    "critical_path": {
        "criticalPathCategory": "primary input to output port",
        "crit_fanout": 16,
        "cp.required_ps": 4800,
        "start_kind": "primary input",
        "cp-end-kind": "output port",
        "cp.arrival_ps": 4210,
    },
    "floorplan": {
        "fp_util": 0.504,
        "num_rows": 114,
        "die_h_um": 314,
        "ioPinCount": 113,
        "dieArea_sq_um": 98800,
        "die_x_um": 314,
        "coreArea_sq_um": 96700,
    },
    "job": {
        "drv_cap": 0,
        "warnings": 26,
    },
    "status": {
        "status": "completed",
    },
    "min_path": {
        "worstHoldPathType": "primary input to flop",
    },
}
==> through the flow <==
stage          setup slack (ps)  total power [mW]  std cells
2_1_floorplan              2380              9.00       3417
3_3_place_gp                664              9.68       4732
3_5_place_dp                597              9.69       4732
4_1_cts                     600              15.8       4928
5_1_grt                     426              16.2       4928
6_report                    591              15.8       4928
==> synthesized netlist by cell type <==
cell,instances
a22o_1,128
mux2i_1,1024
buf_1,11
conb_1,1
buf_4,57
buf_6,37
and2_1,2
edfxtp_1,1024
or3_1,1
nand2b_1,4
or3b_2,3
a22oi_1,192
nor2_1,34
buf_2,62
nand3b_1,5
nand2_1,195
clkbuf_1,82
nor2b_1,4
nor3_1,64
a21oi_1,192
or2_2,2
a31oi_1,64
nand3_1,194
clkbuf_4,4
==> cells by family (layout without fill, tap and decap cells) <==
family / count (synthesis) / after routing / synth area share
and+or+nand+nor: 508 / 508 / 0.0471
other: 1 / 32 / 0.0000769
muxes: 1024 / 1024 / 0.210
DFF: 1024 / 1024 / 0.631
buffers and inverters: 253 / 488 / 0.0315
AOI/OAI and AO/OA: 576 / 576 / 0.0805
==> path summary, 6_finish.rpt <==
path / startpoint / end / slack, ps / cells after the start
worst max-delay path: RA[2] / BusA[11] / 590 / 8
worst min-delay path: BusW[3] / rf[11][3] / 1340 / 2
==> cell type report <==
cell class / count / share of cell area
Clock inverter: 59 / 0.00683
Sequential cell: 1024 / 0.554
Multi-Input combinational cell: 2140 / 0.304
Clock buffer: 137 / 0.0518
Timing Repair Buffer: 292 / 0.0551
Tap cell: 1276 / 0.0287
==> routing by layer <==
layer | GRT usage | vias up | routed length (um)
met5 | 0.0227 | - | 349
met4 | 0.0951 | 16 | 5430
li1 | - | 13751 | -
met2 | 0.472 | 1908 | 67500
met3 | 0.224 | 321 | 23700
met1 | 0.457 | 15417 | 54200
==> critical path, cell delays in order <==
cell             delay [ps]
clkdlybuf4s50_1         640
nor2b_4                 730
buf_12                  260
buf_4                   210
a22oi_1                 100
a31oi_1                 280
nand3_1                 280
clkdlybuf4s50_1         490
==> power by group <==
| part | switching, mW | leakage (nW) | internal, mW | total, mW |
|---|---|---|---|---|
| logic | 0.940 | 9.75 | 0.601 | 1.54 |
| clock network | 2.69 | 1.59 | 3.53 | 6.22 |
| registers | 0.0422 | 9.25 | 7.98 | 8.02 |
| total | 3.68 | 20.6 | 12.1 | 15.8 |
Power figures rest on the tool's default switching activity, not on a simulated workload.
