==> /design/flow/design.v <==
module ALU(BusW, Zero, BusA, BusB, ALUCtrl);
  input wire [31:0] BusA, BusB;
  input wire [3:0] ALUCtrl;
  output reg [31:0] BusW;
  output wire Zero;
  wire w_zero = ~(|BusW);    
  assign Zero = w_zero;
  always @(*) begin
    case (ALUCtrl)
      4'b0000:  begin    
              BusW= BusA & BusB;
            end
      4'b0001:  begin     
              BusW= BusA | BusB;
            end
      4'b0010:  begin    
              BusW= BusA + BusB;
            end
      4'b0011:  begin    
              BusW= (BusB << BusA);
            end
      4'b0100:  begin    
              BusW= (BusB >> BusA);
            end
      4'b0110:  begin    
              BusW= BusA - BusB;
            end
      4'b0111:  begin    
              BusW={31'b0, ( $signed(BusA) < $signed(BusB) )};
            end
      4'b1000:  begin   
              BusW= BusA + BusB;
            end
      4'b1001:  begin   
              BusW= BusA - BusB;
            end
      4'b1010:  begin    
              BusW= BusA ^ BusB;
            end
      4'b1011:  begin   
              BusW= {31'b0, (BusA < BusB)};
            end
      4'b1100:  begin   
              BusW= ~(BusA | BusB);
            end
      4'b1101:  begin   
              BusW= {{31{BusB[31]}},BusB} >> BusA;
            end
      4'b1110:  begin   
              BusW= {BusB[15:0], 16'b0};      
            end            
      default: begin
                 BusW=32'bx;
               end
    endcase
  end
endmodule
==> /design/flow/run.sh <==
#!/bin/bash
# OpenROAD 26Q1-2900-gdf79404cd8, Yosys 0.63+post, stock flow scripts
make -C /OpenROAD-flow-scripts/flow DESIGN_CONFIG=/design/flow/config.mk WORK_HOME=/design/flow/orfs finish
==> /design/flow/config.mk <==
export PLATFORM = sky130hd
export DESIGN_NAME = ALU
export DESIGN_NICKNAME = ALU
export VERILOG_FILES = /design/flow/design.v
export SDC_FILE = /design/flow/constraint.sdc
export NUM_CORES = 4
export LEC_CHECK = 1
export CORE_UTILIZATION = 30
==> /design/flow/constraint.sdc <==
current_design ALU

set clk_period 18.9
set clk_io_pct 0.2

create_clock -name clk0 -period $clk_period

set non_clock_inputs [all_inputs -no_clocks]
set_input_delay [expr $clk_period * $clk_io_pct] -clock clk0 $non_clock_inputs
set_output_delay [expr $clk_period * $clk_io_pct] -clock clk0 [all_outputs]
==> flow_metrics.rpt <==
PHYSICAL IMPLEMENTATION REPORT
----------------------------------------------------
[Cells and area]
  Final sequential cell count ........................ 0
  # fillers ........................ 3,938
  Storage cell area ........................ 0 um^2
  Fraction of final layout cells sized beyond drive strength 1 ........................ 0.0947
  Number of clock buffers in the layout ........................ 0
  Final non-filler cell total ........................ 2,170
  Synthesis-to-finish area growth ........................ 12.8%

[Logic synthesis]
  Proportion of netlist area held by the largest area contributor ........................ 0.108
  Yosys Instances ........................ 1,688
  Synth top cell by count ........................ sky130_fd_sc_hd__nor2_1
  Area reported by Yosys stat ........................ 11,200 um^2
  Top cells by count ........................ sky130_fd_sc_hd__nor2_1, sky130_fd_sc_hd__a21oi_1, sky130_fd_sc_hd__nand2_1, sky130_fd_sc_hd__clkbuf_1
  Number of warning messages in the yosys log ........................ 1
  Synth Cell Area ........................ 11,200 um^2
  Cell type with the highest aggregate area in the netlist ........................ sky130_fd_sc_hd__ha_1
  Post-synthesis sequential area ratio ........................ 0
  Mean instance size in the synthesized netlist ........................ 6.61 um^2
  Mapped Cells ........................ 1,688
  Largest cells by area after synthesis ........................ sky130_fd_sc_hd__ha_1, sky130_fd_sc_hd__a21oi_1, sky130_fd_sc_hd__mux4_2
  Number of different library cells in the post-synthesis netlist ........................ 83

[Place]
  Number of buffers inserted by port buffering ........................ 101
  Inst Count DP ........................ 2,169
  Placed wire-length estimate ........................ 49,300 um
  Placer congestion estimate ........................ 1.06

[Route]
  Detail Route met2 WL ........................ 27,300 um
  Routed Wire Length ........................ 63,800 um
  Wire length per cell after detailed routing ........................ 29.4 um
  Count of TritonRoute iterations in the first routing pass ........................ 6
  Via count ........................ 14,400
  Initial detailed-routing violation count ........................ 1,842
  Met1 routed wirelength after detailed routing ........................ 26,200 um
  Post-DR vias/cell ........................ 6.65
  DRC ........................ 0
  Detailed-routed wire length on met3 ........................ 6070 um
  Antenna-violating nets left ........................ 0
  Highest metal layer with signal wires ........................ met4

[Pwr]
  Switching fraction of total power ........................ 0.623
  Sw Pwr ........................ 256 uW
  Pleak ........................ 0.00493 uW
  Internal power ........................ 155 uW
  Power density cells ........................ 32.6 nW/um^2
  Highest ir drop seen on vdd ........................ 0.0000136 V

[Final timing]
  Final period utilization ........................ 0.742
  Setup-violating endpoint count in the final report ........................ 0
  Slew at the pin closest to its max-slew limit ........................ 1120 ps
  Number of pins exceeding their max-slew limit in the final report ........................ 0
  Top achievable clock speed ........................ 0.0713 GHz
  Unrepaired setup endpoints after global routing ........................ no
  Final min period ........................ 14,020 ps
  Setup total negative slack ........................ 0 ps
  Worst slew slack as a fraction of its limit ........................ 0.248
  Final-report hold violation count ........................ 0

[Setup path]
  Critical Path Sink Type ........................ output port
  Worst path top cell family by delay ........................ buffers and inverters
  List of cells traversed by the critical path ........................ clkdlybuf4s50_1 -> buf_4 -> inv_1 -> ha_1 -> inv_1 -> nor4_1 -> o21ai_0 -> a2111oi_0 -> o21ai_0 -> nand3_1 -> a41oi_1 -> nor4_1 -> nand4b_1 -> or4_1 -> nor4_2 -> clkdlybuf4s50_1
  Startpoint kind of the worst setup timing path ........................ input port
  CP Class ........................ input port to output port
  Crit path max-delay cell type ........................ sky130_fd_sc_hd__a2111oi_0
  Required time at the worst-slack endpoint ........................ 15,120 ps
  Maximum cell stage delay along the critical path ........................ 880 ps
  Maximum fanout along the worst path ........................ 43
  Total buffers and inverters traversed by the critical path ........................ 5
  Signal arrival time at the worst endpoint ........................ 10,240 ps

[CTS]
  Cells resized by post-CTS repair ........................ 0
  Count of hold buffers inserted by post-cts repair ........................ 0
  Post-CTS setup buffer count ........................ 0

[Die]
  X dimension of the die ........................ 195 um
  I/O Pins ........................ 101
  Row Count ........................ 70
  Core footprint ........................ 36,600 um^2
  Overall chip area ........................ 38,000 um^2
  Die height ........................ 195 um
  Initial core utilization ........................ 0.305

[Run]
  MaxCap Viol Count ........................ 0
  Number of warning messages in the logs ........................ 96

[GRT]
  Antenna violations before repair ........................ 2
  First-pass GRT wire length ........................ 92,300 um
  GRT Resource Usage Total ........................ 0.334
  Number of global-route vias before repair ........................ 13,000
  Overall overflow remaining after global route ........................ 0
  Maximum number of pins on one net before global-route repair ........................ 65

[Worst hold path]
  Class of the most critical hold timing path ........................ input port to output port

[Run status]
  Result of the run ........................ completed

----------------------------------------------------
## cell type report
class | instances | area (um^2) | area share
inverters | 100 | 375 | 0.0298
repair buffers | 162 | 1440 | 0.115
diodes | 1 | 2.50 | 0.000199
multi-input cells | 1439 | 10200 | 0.809
well taps | 468 | 586 | 0.0465
## through the flow
stage | instance area [um^2] | setup WS (ps) | hold slack (ps) | util | total power [uW]
after detailed placement | 12600 | 5200 | 8770 | 0.344 | 397
after CTS | 12600 | 5150 | 8780 | 0.344 | 399
after global routing | 12600 | 4740 | 8800 | 0.344 | 433
after global placement | 12600 | 5200 | 8790 | 0.344 | 399
final | 12600 | 4880 | 8790 | 0.344 | 411
after floorplan | 11200 | 6910 | 7760 | - | 236
## power groups by stage
stage / Combinational (uW) / Sequential (uW) / Clock (uW)
4_1_cts: 399 / 0 / 0
5_1_grt: 433 / 0 / 0
## cells in the final DEF, fill, tap and decap left out, types with 16 or more instances in the layout
| cell type | instances |
|---|---|
| sky130_fd_sc_hd__buf_4 | 62 |
| sky130_fd_sc_hd__nand3_1 | 33 |
| sky130_fd_sc_hd__nor2b_1 | 21 |
| sky130_fd_sc_hd__a211oi_1 | 22 |
| sky130_fd_sc_hd__nand2b_1 | 19 |
| sky130_fd_sc_hd__o22ai_1 | 43 |
| sky130_fd_sc_hd__mux4_2 | 34 |
| sky130_fd_sc_hd__a31oi_1 | 29 |
| sky130_fd_sc_hd__a21o_1 | 29 |
| sky130_fd_sc_hd__nor4_1 | 25 |
| sky130_fd_sc_hd__ha_1 | 96 |
| sky130_fd_sc_hd__xnor2_1 | 17 |
| sky130_fd_sc_hd__clkdlybuf4s50_1 | 95 |
| sky130_fd_sc_hd__a21oi_1 | 164 |
| sky130_fd_sc_hd__o211ai_1 | 30 |
| sky130_fd_sc_hd__nor3_1 | 35 |
| sky130_fd_sc_hd__and2_1 | 16 |
| sky130_fd_sc_hd__nand2_1 | 155 |
| sky130_fd_sc_hd__a221oi_1 | 21 |
| sky130_fd_sc_hd__mux2_2 | 40 |
| sky130_fd_sc_hd__mux2i_1 | 69 |
| sky130_fd_sc_hd__o21ai_0 | 95 |
| sky130_fd_sc_hd__inv_1 | 95 |
| sky130_fd_sc_hd__nor2_1 | 166 |
## cells by family after synthesis
logic type      count (synthesis)  share of synthesized area
compound gates                612                      0.367
mux                           143                      0.171
xor+xnor                       19                     0.0149
buf+inv                       249                     0.0885
simple gates                  567                      0.248
fa+ha+maj                      98                      0.111
## routing by layer
metal,vias to the layer above,global-route usage
met5,-,0
met4,0,0.180
met3,144,0.0554
met2,946,0.493
met1,6905,0.466
li1,6437,-
## worst min-delay path, delay by kind of cell
kind / cells / cell delay (ps)
fa+ha+maj: 1 / 240
buf+inv: 2 / 640
simple gates: 1 / 130
compound gates: 1 / 220
## final timing paths
kind	start	end	slack, ps	depth (start not counted)
max	BusA[5]	Zero	4880	16
min	BusA[1]	BusW[1]	8790	5
Power figures rest on the tool's default switching activity, not on a simulated workload.
