==> flow/run.sh <==
#!/bin/bash
# OpenROAD 26Q1-2900-gdf79404cd8, Yosys 0.63+post, stock flow scripts
make -C /OpenROAD-flow-scripts/flow DESIGN_CONFIG=/design/flow/config.mk WORK_HOME=/design/flow/orfs finish
==> flow/config.mk <==
export PLATFORM = sky130hd
export DESIGN_NAME = DataMemory
export DESIGN_NICKNAME = DataMemory
export VERILOG_FILES = /design/flow/design.v
export SDC_FILE = /design/flow/constraint.sdc
export NUM_CORES = 4
export LEC_CHECK = 1
export CORE_UTILIZATION = 50
==> flow/constraint.sdc <==
current_design DataMemory

set clk_period 27.9
set clk_io_pct 0.2

create_clock -name clk0 -period $clk_period [get_ports {Clock}]

set non_clock_inputs [all_inputs -no_clocks]
set_input_delay [expr $clk_period * $clk_io_pct] -clock clk0 $non_clock_inputs
set_output_delay [expr $clk_period * $clk_io_pct] -clock clk0 [all_outputs]
==> flow/design.v <==
module DataMemory ( ReadData , Address , WriteData , MemoryRead , MemoryWrite , Clock ) ;
  parameter DataMemory_Size = 256;               
  output reg [31:0] ReadData;
  input wire [5:0] Address; 
  input wire [31:0] WriteData;
  input wire MemoryRead, MemoryWrite, Clock;
  reg [31:0] data [DataMemory_Size/4:0];         
  always @(posedge Clock) begin                             
    if (MemoryRead)
      ReadData <= data[Address];                
    else
      ReadData <= ReadData;                      
  end
  always @(negedge Clock) begin                   
    if (MemoryWrite)
      data[Address] <= WriteData;  
  end  
endmodule
==> results.yml <==
# yosys + openroad results
timing:
  timing.final.max_slew_violations: 0
  timing_hold_violations_final: 0
  relative_max_transition_margin_pct: 15.8
  final.setup.tns_ns: 0
  rsz0062_at_grt: "false"
  finalClockSkew_ns: 0.0995
  tightest_slew_ns: 1.26
  setup_violations: 0
route:
  vias: 51100
  wire_per_inst_um: 31.4
  post_detailed_route_count_of_antenna_violating_nets: 0
  route.final.wire_length_mm: 274
  detail_route.vias_per_cell: 5.86
  first_pass_iters: 8
  remaining_drc_errors: 0
  first_iter_violations: 3678
synthesis:
  mux_area_share_pct: 7.71
  post_synth_fa_ha_maj_area_fraction_pct: 0
  synthesis.yosys.warnings: 1
  netlist.top_cell.by_instances: "edfxtp_1"
  post_synth_main_area_contributors: "edfxtp_1 79%, mux4_2 3.3%, mux2i_1 2.9%, a22oi_1 2.4%, a221oi_1 2.0%"
  ys_seq_share_pct: 78.8
  synth-edff-count: 2080
  synth.yosys.num_cells: 4193
  syn-mean-instance-area_um2: 18.9
  synthFlopType: "edfxtp_1"
  post_synth_instance_area_um2: 79200
  post_synth_most_frequent_cells: "2080 x edfxtp_1, 253 x a22oi_1, 227 x mux2i_1"
  yosys_chip_area_um2: 79200
  synth-compound-area-share_pct: 9.48
  synth-xor-area-share_pct: 0
  topCombFamilyByArea: "AND-OR/OR-AND gates"
  netlist_instances: 4193
  synth_flop_count: 2080
  synth_simple_gate_area_share_pct: 1.89
  synth_cell_type_count: 70
  library_cell_occupying_the_most_area_in_the_post_synthesis_netlist: "edfxtp_1"
  async_reset_ff_share_pct: 0
  top_area_share_pct: 78.8
clock_network:
  cts_sinks: 2080
  post_cts_repair_resize_count: 0
  tritoncts: "built"
  post-cts-setup-buffer-count: 0
  clk_pin_slew_ns: 0.06
  buffer_depth_of_the_longest_clock_path: 3
  cts_hold_buffers: 0
  root_buffer: "clkbuf_16"
  clock_latency_ns: 0.89
  cts_inserted_buffers: 218
  cts_htree_levels: 4
worst_hold_path:
  holdCritPathClass: "primary input to register"
  hold_start: "Address[5]"
place:
  gp_congestion: 1.03
  buffer_ports.inserted: 72
  placement.cell_area_um2: 83100
  hpwl_mm: 162
setup_path:
  type_of_element_capturing_the_critical_path: "register"
  worstSetupStartpoint: "Address[0]"
  worstReg2RegStart: "data[21][23]"
  crit_path_start_kind: "primary input"
  cp_data_required_time_ns: 14.43
  path_max_fanout: 41
  worst-setup-path-type: "primary input to register"
  worst_ep_arrival_time_ns: 9.14
power:
  power.switching_fraction_pct: 28.7
  p_leak_uw: 0.0397
  vdd_drop_max_v: 0.0000749
  power.internal_uw: 5720
  share_comb_of_total_power_pct: 5.4
  p_per_area_nw_per_um2: 81.5
  clkPwrFrac_pct: 50.8
  p_switching_uw: 2300
  p_seq_share_pct: 43.7
final_layout:
  nFillCells: 11000
  final_core_util_pct: 62.7
  post_route_cells_drive_above_1_share_pct: 14.1
  layout.cell_area.non_filler_um2: 98300
  area.growth.synth_to_final_pct: 24.0
floorplanning:
  fp_util_pct: 50.6
  chipArea_um2: 160000
  floorplan.rows: 145
  floorplan.core_area_um2: 157000
  number_of_ports_placed_on_the_die_boundary: 73
  die_height_um: 400
  dieWidth_um: 400
grt:
  remaining_global_route_overflow: 0
  grt_max_degree: 75
  total_routing_usage_reported_by_global_routing_pct: 39.3
  antenna_violations_before_repair: 16
  vias_in_the_first_global_route: 56700
  grt_first_pass_wirelength_mm: 382
flow_run:
  max_cap_viol_count: 0
  openroad.warnings: 1027
run_status:
  run_status: "complete, no violations"
-- metrics by stage --
stage / power, uW / setup WS [ns] / hold slack [ns] / std cells
6_report: 8010 / 5.29 / 5.37 / 8730
5_1_grt: 8490 / 5.29 / 5.36 / 8723
4_1_cts: 8090 / 5.42 / 5.33 / 8715
3_5_place_dp: 4390 / 4.56 / 6.25 / 6260
3_3_place_gp: 4390 / 4.67 / 6.25 / 6260
2_1_floorplan: 4140 / 4.57 / 5.69 / 4193
-- worst max-delay path: stages --
cell and delay (ns):
buf_8 0.30, buf_4 0.52, buf_4 0.57, nor3b_4 0.34, nand2_1 0.51, nor2_4 0.77
buf_4 0.42
-- cell usage in the layout (no fill, tap or decap), drive strengths merged, types with 29 or more instances in the layout --
master         Yosys  routed
mux2i            227     227
a221o             38      38
o22ai             68      68
a221oi           178     178
buf              210     267
bufinv             0      32
nand2             86      86
a22oi            253     253
o221ai            29      29
nor2             161     161
o21ai            117     117
clkinvlp           0      66
clkbuf            81     225
clkdlybuf4s50      0      33
mux4             115     115
inv                6    2116
a21oi            137     137
edfxtp          2080    2080
mux2             111     111
a22o              55      55
-- state kept, by name, summed over array words and instances, names as in the netlist --
register  count
data       2048
ReadData     32
-- per-layer routing --
metal  global-route usage [%]  up-vias  part of all wire, %
met5                     14.4        -                 0.96
met4                     18.9       68                  4.6
met3                     37.2      677                   20
met2                     49.0     3676                   44
met1                     44.8    24500                   30
li1                         -    22200                    -
-- cell families (layout without fill, tap and decap cells) --
| group | Yosys count | in the layout |
|---|---|---|
| and+or+nand+nor | 339 | 339 |
| AOI/OAI and AO/OA | 1023 | 1023 |
| muxes | 453 | 453 |
| DFF | 2080 | 2080 |
| other | 0 | 15 |
| buffers and inverters | 298 | 2762 |
-- worst paths after layout --
path	endpoint	slack, ns	cells after the start
max	data[49][29]	5.29	7
min reg2reg	ReadData[18]	14.80	3
min	ReadData[13]	5.37	2
max reg2reg	ReadData[23]	10.99	6
-- power groups by stage --
| stage | Combinational [uW] | Clock, uW | Sequential [uW] |
|---|---|---|---|
| finish | 435 | 4070 | 3500 |
| global route | 445 | 4550 | 3500 |
| CTS | 419 | 4170 | 3500 |
-- layout make-up --
cell class,instances,area [um^2],area share [%]
multi-input cells,1815,15700,16.0
well taps,2058,2570,2.62
clock inverters,2231,9610,9.78
inverters,6,27.5,0.0280
flip-flops and latches,2080,62500,63.6
clock buffers,225,5530,5.63
repair buffers,300,2320,2.36
diodes,15,37.5,0.0382
Power figures rest on the tool's default switching activity, not on a simulated workload.
